`flow/config.mk`:
```
export PLATFORM = sky130hd
export DESIGN_NAME = gaussian_core
export DESIGN_NICKNAME = gaussian_core
export VERILOG_FILES = /design/flow/design.v
export SDC_FILE = /design/flow/constraint.sdc
export NUM_CORES = 4
export LEC_CHECK = 1
export CORE_UTILIZATION = 50
```
`flow/constraint.sdc`:
```
current_design gaussian_core

set clk_period 24.0
set clk_io_pct 0.2

create_clock -name clk0 -period $clk_period

set non_clock_inputs [all_inputs -no_clocks]
set_input_delay [expr $clk_period * $clk_io_pct] -clock clk0 $non_clock_inputs
set_output_delay [expr $clk_period * $clk_io_pct] -clock clk0 [all_outputs]
```
`flow/design.v`:
```
module gaussian_core (
  clk,
  input_pixels,
  result
);
parameter BITS = 8;
parameter WIDTH = 7;
input clk;
input [391:0] input_pixels;
output reg [7:0] result;
wire [BITS-1:0] M [0:3][0:3];
assign {M[0][0],M[0][1],M[0][2],M[0][3],
        M[1][0],M[1][1],M[1][2],M[1][3],
        M[2][0],M[2][1],M[2][2],M[2][3],
        M[3][0],M[3][1],M[3][2],M[3][3]}
          = {8'd5,  8'd9,  8'd14, 8'd16,
             8'd9,  8'd18, 8'd26, 8'd29,
             8'd14, 8'd26, 8'd37, 8'd42,
             8'd16, 8'd29, 8'd42, 8'd28};
wire [BITS-1:0] A [0:WIDTH-1][0:WIDTH-1];
assign {A[0][0],A[0][1],A[0][2],A[0][3],A[0][4],A[0][5],A[0][6],
        A[1][0],A[1][1],A[1][2],A[1][3],A[1][4],A[1][5],A[1][6],
        A[2][0],A[2][1],A[2][2],A[2][3],A[2][4],A[2][5],A[2][6],
        A[3][0],A[3][1],A[3][2],A[3][3],A[3][4],A[3][5],A[3][6],
        A[4][0],A[4][1],A[4][2],A[4][3],A[4][4],A[4][5],A[4][6],
        A[5][0],A[5][1],A[5][2],A[5][3],A[5][4],A[5][5],A[5][6],
        A[6][0],A[6][1],A[6][2],A[6][3],A[6][4],A[6][5],A[6][6]} = input_pixels;
reg [17:0] prod [0:3][0:3];
always@(*) begin
  prod[0][0] <= M[0][0] * (A[0][0] + A[6][0] + A[0][6] + A[6][6]);
  prod[0][1] <= M[0][1] * (A[0][1] + A[6][1] + A[0][5] + A[6][5]);
  prod[0][2] <= M[0][2] * (A[0][2] + A[6][2] + A[0][4] + A[6][4]);
  prod[1][0] <= M[1][0] * (A[1][0] + A[5][0] + A[1][6] + A[5][6]);
  prod[1][1] <= M[1][1] * (A[1][1] + A[5][1] + A[1][5] + A[5][5]);
  prod[1][2] <= M[1][2] * (A[1][2] + A[5][2] + A[1][4] + A[5][4]);
  prod[2][0] <= M[2][0] * (A[2][0] + A[4][0] + A[2][6] + A[4][6]);
  prod[2][1] <= M[2][1] * (A[2][1] + A[4][1] + A[2][5] + A[4][5]);
  prod[2][2] <= M[2][2] * (A[2][2] + A[4][2] + A[2][4] + A[4][4]);
  prod[0][3] <= M[0][3] * (A[0][3] + A[6][3]);
  prod[1][3] <= M[1][3] * (A[1][3] + A[5][3]);
  prod[2][3] <= M[2][3] * (A[2][3] + A[4][3]);
  prod[3][0] <= M[3][0] * (A[3][0] + A[3][6]);
  prod[3][1] <= M[3][1] * (A[3][1] + A[3][5]);
  prod[3][2] <= M[3][2] * (A[3][2] + A[3][4]);
  prod[3][3] <= M[3][2] * A[3][3];
  result <= (prod[0][0] + prod[0][1] + prod[0][2] + prod[0][3]
           + prod[1][0] + prod[1][1] + prod[1][2] + prod[1][3]
           + prod[2][0] + prod[2][1] + prod[2][2] + prod[2][3]
           + prod[3][0] + prod[3][1] + prod[3][2] + prod[3][3]) >> 10;
end
endmodule
```
`flow/run.sh`:
```
#!/bin/bash
# OpenROAD 26Q1-2900-gdf79404cd8, Yosys 0.63+post, stock flow scripts
make -C /OpenROAD-flow-scripts/flow DESIGN_CONFIG=/design/flow/config.mk WORK_HOME=/design/flow/orfs finish
```
==> ci_impl_report.md <==
## Synthesis and layout report

| Metric | Value |
|---|---|
| Outcome | `completed` |
| Tool warnings | `44` |
| Relative slew margins | `0.485` |
| Pre-antenna DRT Iters | `4` |
| Fp_density | `0.512` |
| Initial antenna violation count | `0` |
| Max-cap violations | `0` |
| Vias/cell | `4.88` |
| Setup slack after layout | `2.87 ns` |
| PortBufs | `400` |
| Drt total wl | `45,100 um` |
| Crit-path slowest cell | `clkdlybuf4s50_1` |
| Chip area in the Yosys report | `0.0212 mm2` |
| Cell Rows | `74` |
| Max-slew violations | `0` |
| Final Hold Viols | `0` |
| Critical path's most frequent cell | `fa_1` |
| Fillcell total | `3,444` |
| Vias | `15,172` |
| Crit-path max cell delay | `0.61 ns` |
| Setup CP Type | `input pin to primary output` |
| DR iter-0 viols | `306` |
| Hpwl dp | `44,300 um` |
| # IOs | `401` |
| Tightest Pin Transition | `0.766 ns` |
| Register share after synthesis | `0` |
| Synth Warn # | `2` |
| Gr ovfl total | `0` |
| Mean Syn Cell Area | `9.74 um2` |
| DRC violations left | `0` |
| CP Max Fanout | `5` |
| Final Setup Violations | `0` |
| Crit path DRT | `19.20 ns` |
| Final ANT Viol Nets | `0` |
| Clkbuf count | `0` |
| Seq cells | `0` |
| Die x size | `208 um` |
| Post-Synthesis Cell Area | `0.0212 mm2` |
| TNS Setup | `0 ns` |
| GRT Total Usage | `0.240` |
| Ratio of cells with drive above 1 in the final layout | `0.00776` |
| Core footprint | `0.0413 mm2` |
| Full die area | `0.0431 mm2` |
| Fmax | `47.3 MHz` |
| Largest net degree at the start of global routing | `7` |
| Final GP Congestion | `0.930` |
| Vias in the first global route | `16,248` |
| Critical path arrival | `16.33 ns` |
| Distinct lib cells used | `52` |
| Cells after synthesis | `2,173` |
| Post-CTS Setup Bufs | `0` |
| Ys cells | `2,173` |
| Post-Place Setup Slack | `2.79 ns` |
| First-pass GRT wire length | `77,500 um` |
| Die height | `208 um` |
| Seq. cell area | `0 um2` |
| Crit path time final | `21.13 ns` |
| Post-cts sizing count | `0` |
| Ant. Diodes | `0` |
| Fin crit share | `0.881` |
| Crit. End Element | `primary output` |
| Cts hold-fix bufs | `0` |
| Path type of the worst min-delay path | `input pin to primary output` |
| RSZ-0062 raised after global routing | `false` |
| Wire per inst | `14.5 um` |
| Area Overhead vs Synth | `22.2%` |
| Startpoint Class | `input pin` |
==> placed cells by master, fill, tap and decap left out, types with 3 or more instances in the layout <==
master           count
a211o_1              3
a21boi_0             5
a21o_1              52
a21oi_1             86
a31o_2               3
a31oi_1              5
and2_1               3
and3_1               4
buf_4                3
clkdlybuf4s50_1    400
fa_1               447
ha_1               429
inv_1              610
nand2_1             46
nand2b_1             5
nand3_1              9
nand3b_1             3
nor2_1              85
nor2b_1             27
nor3_1              38
nor4_1               3
o211ai_1             6
o21a_1              27
o21ai_0             27
o21ai_1              3
o21bai_1            18
o311ai_0             3
o31a_1               3
o41a_1               7
o41ai_1              7
o41ai_2              6
or3_1                4
or4_1                3
xnor2_1            115
xor2_1              54
==> stage by stage <==
step,hold slack [ns],util,cell area (um2),instances
final,11.52,0.626,25900,3108
after global routing,11.80,0.626,25900,3108
after CTS,11.57,0.626,25900,3108
after detailed placement,11.56,0.626,25900,3108
after global placement,11.56,0.626,25900,3108
after floorplan,10.25,-,21200,2173
==> cells by family (layout without fill, tap and decap cells) <==
kind of cell	count (synthesis)	count (layout)	share of synthesized area
fa+ha+maj	876	876	0.677
buf+inv	610	1013	0.108
xor+xnor	169	169	0.0700
compound gates	280	280	0.0922
simple gates	238	238	0.0530
==> final cells by class <==
type,instances,area (um2),share of cell area
multi-input combinational,1563,18900,0.730
timing repair buffer,403,4030,0.156
inverter,610,2290,0.0886
tap,532,666,0.0257
==> routing by layer <==
| metal | routed length [um] | track usage | vias up | share of wire |
|---|---|---|---|---|
| li1 | - | - | 7630 | - |
| met1 | 18700 | 0.341 | 7171 | 0.41 |
| met2 | 22200 | 0.391 | 343 | 0.49 |
| met3 | 3520 | 0.0712 | 28 | 0.078 |
| met4 | 764 | 0.0304 | 0 | 0.017 |
| met5 | 0 | 0 | - | 0 |
==> cells in the mapped netlist, drive strengths merged, types with 30 or more instances <==
master,number,area share
nor2,85,0.015
xor2,54,0.022
ha,429,0.25
xnor2,115,0.048
nor3,38,0.0090
nand2,46,0.0082
inv,610,0.11
o21ai,30,0.0071
a21o,52,0.018
a21oi,88,0.021
fa,447,0.42
==> worst max-delay path: cells and delay by family <==
family,cells,cell delay [ns]
AND-OR/OR-AND,11,2.10
XOR/XNOR,2,0.35
adder cells (fa/ha/maj),16,7.15
buffers and inverters,10,1.44
AND/OR/NAND/NOR,2,0.48
==> path summary, 6_finish.rpt <==
check	endpoint	depth (start not counted)	from
worst min-delay path	result[3]	9	input_pixels[384]
worst max-delay path	result[7]	41	input_pixels[121]
